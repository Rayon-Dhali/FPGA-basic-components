## ./run.sh

```bash
#!/bin/bash
# OpenROAD 26Q1-2900-gdf79404cd8, Yosys 0.63+post, stock flow scripts
make -C /OpenROAD-flow-scripts/flow DESIGN_CONFIG=/design/flow/config.mk WORK_HOME=/design/flow/orfs finish
```

## ./config.mk

```make
export PLATFORM = sky130hd
export DESIGN_NAME = uart_tx
export DESIGN_NICKNAME = uart_tx
export VERILOG_FILES = /design/flow/design.v
export SDC_FILE = /design/flow/constraint.sdc
export NUM_CORES = 4
export LEC_CHECK = 1
export CORE_AREA = 10 10 113 113
export DIE_AREA = 0 0 123 123
```

## ./constraint.sdc

```tcl
current_design uart_tx

set clk_period 3.9
set clk_io_pct 0.2

create_clock -name clk0 -period $clk_period [get_ports {clk}]

set non_clock_inputs [all_inputs -no_clocks]
set_input_delay [expr $clk_period * $clk_io_pct] -clock clk0 $non_clock_inputs
set_output_delay [expr $clk_period * $clk_io_pct] -clock clk0 [all_outputs]
```

## ./design.v

```verilog
module uart_tx
  #(parameter CLKS_PER_BIT = 868)
(
  input  wire        clk,
  input  wire        reset,
  input  wire        tx_start,
  input  wire [7:0]  tx_data,
  output reg         tx_serial,
  output reg         tx_busy
);
  localparam IDLE  = 0, START = 1, DATA = 2, STOP = 3;
  reg [1:0] state = IDLE;
  reg [9:0] clk_count = 0;
  reg [2:0] bit_index = 0;
  reg [7:0] tx_shift = 0;
  always @(posedge clk) begin
    if (reset) begin
      state      <= IDLE;
      tx_serial  <= 1'b1;
      tx_busy    <= 1'b0;
      clk_count  <= 0;
    end else begin
      case (state)
        IDLE: begin
          tx_serial <= 1'b1;
          tx_busy   <= 1'b0;
          if (tx_start) begin
            state     <= START;
            tx_shift  <= tx_data;
            tx_busy   <= 1'b1;
            clk_count <= 0;
          end
        end
        START: begin
          tx_serial <= 1'b0;
          if (clk_count < CLKS_PER_BIT-1)
            clk_count <= clk_count + 1;
          else begin
            state     <= DATA;
            clk_count <= 0;
            bit_index <= 0;
          end
        end
        DATA: begin
          tx_serial <= tx_shift[bit_index];
          if (clk_count < CLKS_PER_BIT-1)
            clk_count <= clk_count + 1;
          else begin
            clk_count <= 0;
            if (bit_index < 7)
              bit_index <= bit_index + 1;
            else
              state <= STOP;
          end
        end
        STOP: begin
          tx_serial <= 1'b1;
          if (clk_count < CLKS_PER_BIT-1)
            clk_count <= clk_count + 1;
          else begin
            state     <= IDLE;
            tx_busy   <= 1'b0;
            clk_count <= 0;
          end
        end
      endcase
    end
  end
endmodule
```

==> results.sh <==
# physical design summary
export IMPL_status="complete, no violations"
export IMPL_synthTopCellsByArea="edfxtp_1, dfxtp_1, ha_1"
export IMPL_io_pins=13
export IMPL_hpwl_um=1870
export IMPL_hold_depth=2
export IMPL_ys_flop_type="dfxtp_1"
export IMPL_port_buffers=12
export IMPL_cts_setup_buffers=0
export IMPL_grt_antenna_before_repair=0
export IMPL_seq_area_um2=611
export IMPL_period_needed_ps=2290
export IMPL_via_per_inst=3.49
export IMPL_hp_class="register to register"
export IMPL_fin_hold_ws_ps=513
export IMPL_final_layout_top_logic_cell="dfxtp_1"
export IMPL_fin_crit_sh=0.587
export IMPL_hold_viol_final=0
export IMPL_crit_type="register to register"
export IMPL_drv_cap=0
export IMPL_cts_root_buffer="clkbuf_8"
export IMPL_drv_slew=0
export IMPL_drtIter0Drc=58
export IMPL_fin_skew_ps=1.27
export IMPL_synth_top_area_share=0.262
export IMPL_worstRegToRegCells=5
export IMPL_finalSetupViolations=0
export IMPL_overflow=0
export IMPL_yosys_area_um2=1260
export IMPL_synthArstFlopShare=0
export IMPL_routedWlPerCell_um=9.07
export IMPL_hold_buffers=0
export IMPL_wirelength_um=2420
export IMPL_diodes=0
export IMPL_crit_path_end_kind="register"
export IMPL_comb_area_um2=612
export IMPL_ys_types=38
export IMPL_yosysTopAreaCell="edfxtp_1"
export IMPL_fmax_ghz=0.437
export IMPL_worstPathArrival_ps=2490
export IMPL_grt_pass1_wl_um=4440
export IMPL_cts_buffers=3
export IMPL_p_leak_nw=0.505
export IMPL_dieArea_um2=15100
export IMPL_drc=0
export IMPL_synth_avg_cell_area_um2=10.7
export IMPL_grt_pass1_vias=918
export IMPL_maxSlewHeadroom=0.542
export IMPL_postSynthSeqShare=0.485
export IMPL_edf_count=11
export IMPL_grt_start_max_net_pins=16
export IMPL_final_antenna_net_count=0
export IMPL_p_per_area_nw_per_um2=477
export IMPL_ys_cells=118
export IMPL_yosysWarnings=1
export IMPL_lay_top_cells="dfxtp_1, clkdlybuf4s50_1, nor2_1, edfxtp_1"
export IMPL_htree_levels=1
export IMPL_cts_tree="done"
export IMPL_ys_ff=25
export IMPL_cts_resized=0
export IMPL_warnings=28
export IMPL_r2r_slack_ps=1610
export IMPL_peakVddDrop_v=0.000217
export IMPL_worst_ep_required_time_ps=4100
export IMPL_drt_first_pass_iters=4
export IMPL_vias=932
export IMPL_insertion_delay_ps=260
export IMPL_gp_congestion=0.810
export IMPL_clock_sinks=25
export IMPL_start_kind="register"
export IMPL_grt_use_total=0.0341
export IMPL_timing_final_ws_setup_ps=1610
export IMPL_synthToLayoutAreaGrowth_pct=25.4
export IMPL_fin_tns_setup_ps=0
export IMPL_synth_area_um2=1260
export IMPL_dp_slack_ps=1400
export IMPL_core_area_um2=10300
export IMPL_synth_cells=118
export IMPL_clockBufferDepth=2
export IMPL_fp_util=0.122
export IMPL_die_w_um=123
export IMPL_path_clk_slew_ps=90
export IMPL_rows=37
export IMPL_fillers=1148
export IMPL_rsz0062_at_grt="no"
export IMPL_final_layout_size_suffix_gt1_frac=0.0611
export IMPL_tightest_slew_ps=684
export IMPL_die_h_um=123
export IMPL_cp_max_fo=12
## sequential cells by signal, indices dropped and copies added (netlist names)
register,flops
bit_index,3
clk_count,10
state,2
tx_busy,1
tx_serial,1
tx_shift,8
## cells in the mapped netlist (all sizes together) (2+ instances only)
| library cell | number |
|---|---|
| ha | 6 |
| a21oi | 7 |
| nand4 | 3 |
| nand2 | 7 |
| nor2 | 11 |
| a32o | 3 |
| edfxtp | 11 |
| nand3b | 2 |
| xnor2 | 3 |
| and4 | 2 |
| inv | 5 |
| clkbuf | 2 |
| o21ai | 7 |
| and2 | 2 |
| a41oi | 2 |
| nand3 | 3 |
| a31oi | 6 |
| dfxtp | 14 |
| mux2i | 3 |
| nor2b | 2 |
## layer usage
layer	wire, um	vias to the layer above	GRT usage
met5	0	-	0
met4	34	0	0.00509
met3	66	2	0.00416
met2	1090	14	0.0519
met1	1230	439	0.0518
li1	-	477	-
## final cells by class
type,instances,share of cell area
inverter,5,0.0119
timing repair buffer,12,0.0760
clock inverter,1,0.00475
multi-input combinational,85,0.387
clock buffer,3,0.0261
sequential,25,0.386
tap,136,0.108
## per-stage QoR
stage | instances | util | power [mW] | area [um2]
after floorplan | 118 | - | 0.542 | 1260
after global placement | 263 | 0.148 | 0.604 | 1530
after detailed placement | 263 | 0.148 | 0.608 | 1530
after CTS | 267 | 0.153 | 0.768 | 1580
after global routing | 267 | 0.153 | 0.825 | 1580
final | 267 | 0.153 | 0.754 | 1580
## path summary, 6_finish.rpt
check            endpoint          from
max reg2reg  clk_count[2]  clk_count[0]
min              state[1]      state[1]
max          clk_count[2]  clk_count[0]
min reg2reg      state[1]      state[1]
## worst max-delay path, stage by stage (launching register included)
cell and delay [ps]:
dfxtp_1 370, ha_1 280, or4_4 460, a2111oi_4 680, or2b_1 280, a31oi_1 150
## logic make-up (layout without fill, tap and decap cells)
logic type      Yosys count  in the layout  synth area share
compound gates           32             32             0.189
xor+xnor                  3              3            0.0209
fa+ha+maj                 6              6            0.0596
buf+inv                   8             21            0.0298
flops                    25             25             0.485
mux                       4              4            0.0417
simple gates             40             40             0.175
## power by group
group	internal, mW	total, mW	switching, mW
clock network	0.0723	0.153	0.0806
registers	0.314	0.343	0.0291
logic	0.119	0.257	0.138
Power figures rest on the tool's default switching activity, not on a simulated workload.
